===== design/flow/run.sh =====
#!/bin/bash
# OpenROAD 26Q1-2900-gdf79404cd8, Yosys 0.63+post, stock flow scripts
make -C /OpenROAD-flow-scripts/flow DESIGN_CONFIG=/design/flow/config.mk WORK_HOME=/design/flow/orfs finish

===== design/flow/config.mk =====
export PLATFORM = sky130hd
export DESIGN_NAME = imem
export DESIGN_NICKNAME = imem
export VERILOG_FILES = /design/flow/design.v
export SDC_FILE = /design/flow/constraint.sdc
export NUM_CORES = 4
export LEC_CHECK = 1
export CORE_AREA = 10 10 70 70
export DIE_AREA = 0 0 80 80

===== design/flow/constraint.sdc =====
current_design imem

set clk_period 5.0
set clk_io_pct 0.2

create_clock -name clk0 -period $clk_period

set non_clock_inputs [all_inputs -no_clocks]
set_input_delay [expr $clk_period * $clk_io_pct] -clock clk0 $non_clock_inputs
set_output_delay [expr $clk_period * $clk_io_pct] -clock clk0 [all_outputs]

===== design/flow/design.v =====
`timescale 1ns/1ps
module imem (
    input        [31:0] A,
    output logic [31:0] RD
);
    always_comb begin
        case (A)  
            32'h00400000: RD = 32'h00100413;  
            32'h00400004: RD = 32'h00200493;  
            32'h00400008: RD = 32'h00300513;  
            32'h0040000C: RD = 32'h00400593;  
            32'h00400010: RD = 32'h00500613;  
            32'h00400014: RD = 32'h00600693;  
            32'h00400018: RD = 32'h00700713;  
            32'h0040001C: RD = 32'h00800793;  
            32'h00400020: RD = 32'h00900813;  
            32'h00400024: RD = 32'h00a00893;  
            32'h00400028: RD = 32'h00940933;  
            32'h0040002C: RD = 32'h00940933;  
            32'h00400030: RD = 32'h409409B3;  
            32'h00400034: RD = 32'h00940933;  
            32'h00400038: RD = 32'h409409B3;  
            32'h0040003C: RD = 32'h00940933;  
            32'h00400040: RD = 32'h409409B3;  
            32'h00400044: RD = 32'h00940933;  
            32'h00400048: RD = 32'h409409B3;  
            32'h0040004C: RD = 32'h00940933;  
            32'h00400050: RD = 32'h409409B3;  
            32'h00400054: RD = 32'h00940933;  
            32'h00400058: RD = 32'h409409B3;  
            32'h0040005C: RD = 32'h00940933;  
            32'h00400060: RD = 32'h409409B3;  
            32'h00400064: RD = 32'h00940933;  
            32'h00400068: RD = 32'h409409B3;  
            32'h0040006C: RD = 32'h00940933;  
            32'h00400070: RD = 32'h409409B3;  
            32'h00400074: RD = 32'h00940933;  
            32'h00400078: RD = 32'h409409B3;  
            32'h0040007C: RD = 32'h00940933;  
            32'h00400080: RD = 32'h409409B3;  
            32'h00400084: RD = 32'h00940933;  
            32'h00400088: RD = 32'h409409B3;  
            32'h0040008C: RD = 32'h00940933;  
            32'h00400090: RD = 32'h409409B3;  
            32'h00400094: RD = 32'h00940933;  
            32'h00400098: RD = 32'h409409B3;  
            32'h0040009C: RD = 32'h00940933;  
            32'h004000A0: RD = 32'h409409B3;  
            default:      RD = 32'hDEADBEEF;  
        endcase
    end
endmodule

==> notes.md <==
Physical implementation.

- The kind of cell with the highest combined delay along the critical path is simple AND/OR/NAND/NOR gates.
- The synthesized design devotes to its leading area cell type about a quarter of total area.
- At the worst endpoint, the required time is 4.00 ns.
- The sequential standard cell area is 0 µm².
- The flow ran to the end, and the final reports show no timing, DRC or antenna violations.
- For this run, the script counts the antenna cells in the layout as 0.
- The starting density of the core is about 16%.
- The highest-count logic cell in the final layout is clkdlybuf4s50_1.
- The slowest cell on the critical path is clkdlybuf4s50_1.
- Hold-check failures listed in the final report amount to 0.
- The total negative slack is 0 ns.
- For this design the static power due to leakage is roughly 0.00034 µW.
- The remaining design rule violation count is 0.
- The number of global-route vias before repair came to ~700.
- For this run, the number of Yosys warnings is 1.
- The number of placement rows is 21.
- The post-synthesis area per instance is 6.20 µm².
- Setup repair after global routing left no endpoint under its margin.
- The slew at the pin with the worst max-slew slack is 0.619 ns.
- Synthesis produced a netlist whose cell count is 87.
- The report counts max-capacitance violations totalling 0.
- The largest net degree at the start of global routing is 14.
- The first detailed-routing pass took 4 iterations.
- On the final layout, the worst hold slack is 3.14 ns.
- According to the floorplan report, the die width is 80 µm.
- Buffers inserted to repair hold after CTS numbered 0.
- Among the stages of the critical path, the cell type that occurs most often is clkdlybuf4s50_1.
- In the finished design, the share of the clock period the worst path needs comes to 86.9%.
- STA reports the tightest min-delay check as being of type in -> out.
- The final cell area excluding filler cells is 1010 µm².
- Post-CTS repair changed the size of 0 cells.
- The detailed placer reported the number of placed instances as 170.
- The fmax is 230 MHz.
- The biggest area contributor in the post-synthesis netlist is buf_4.
- The total global-route track usage is 6.40%.
- STA classifies the critical path startpoint as an input pin.
- The number of distinct standard cells referenced by the synthesized netlist is 32.
- The number of setup buffers added after CTS is 0.
- The first global-routing pass estimated 3420 µm of wire.
- The area growth from synthesis to layout is 87.0%.
- The count of boundary I/O pins is 64.
- Detailed routing inserted a total of 669 vias.
- The DRC marker count from the first detailed-route iteration is between 40 and 50.
- Per the cell usage report, the commonest logic cells after layout are clkdlybuf4s50_1 (58), nand2_1 (8), nor2_1 (7), conb_1 (6), nor4_1 (5).
- The launch point of the critical path was reported as A[20].
- Per the final layout report, the fraction of cells sized above drive strength 1 comes to 2.42%.
- The total die size is 6400 µm².
- The final layout contains routed wiring with a total length of 2220 µm.
- The worst setup path is captured at an output pin.
- The type of the setup path with the least slack is in -> out.
- For this design, Yosys synthesis ends with a cell count of 87.
- The leftover overflow at the end of global routing is 0.
- The report shows a maximum critical-path fanout of 13.
- The count of placed standard cells in the final layout, fillers left out is 170.
- The height of the die is 80 µm.
- The number of antenna violations at the first check in global routing is 0.
- The core footprint is between 3000 and 4000 µm².
- The count of buffers from port buffering is between 50 and 60.
- The worst hold path begins at A[1].
- The maximum resistive drop on vdd is 16.1 µV.
- The critical path's largest stage delay is approximately 0.53 ns.
- The detailed placement HPWL is a little under 2000 µm.
- The slew check shows that the tightest pin keeps a relative margin of 58.6%.
- The clock period could shrink to between 4 and 5 ns.
- The data arrival time reported for the critical path is around 3.4 ns.
- After synthesis the cells add up to 539 µm².
- The weighted congestion reported at the end of routability-driven placement is about 0.78.
- The power density over the cells is 44.4 nW/µm².
- For reference, the top cells by area after synthesis are buf_4 (26%), nor4_1 (5.8%), nand2_1 (5.6%).
- Per the post-route antenna check, the number of violating nets is 0.
- Per the layout report, the design carries 0 clock buffers.
- The script logs the mean routed wire length per placed instance as 13.1 µm.
- The number of buffers and inverters on the critical path is 2.
- Yosys reports a chip area of between 500 and 600 µm².
- The number of warnings in the stage logs is 32.
- The post-placement cell area is 1010 µm².
- The overall power of the completed layout is ~45 µW.
- For this run, the register share of the synthesized area comes to 0%.
- Per the final report, max-transition violations number 0.
- There are 0 flip-flops and latches.
- The per-cell via count in the routed design is roughly 3.9.
- For this run, the final setup violation count is recorded as 0.
- The report lists the cells along the critical path as clkdlybuf4s50_1, nor4b_1, nand4_1, nor2_1, nand2_1, clkdlybuf4s50_1.
## kinds of logic (layout without fill, tap and decap cells)
logic type,after synthesis,after routing,share of synthesized area (%)
xor gates and xnor gates,2,2,3.25
other,2,6,1.39
buffers and inverters,27,60,35.5
AOI/OAI and AO/OA,18,18,21.1
and+or+nand+nor,38,38,38.8
## metrics by stage
step | worst slack, ns | utilization (%)
finish | 0.654 | 29.5
global route | 0.433 | 29.5
CTS | 0.638 | 29.5
detailed placement | 0.628 | 29.5
global placement | 0.767 | 29.5
floorplan | 1.82 | -
## cell type report
class                           instances  area (µm²)
Timing Repair Buffer                   58         581
Fill cell                             382        2410
Tap cell                               46        57.6
Inverter                                2        7.51
Multi-Input combinational cell         64         363
## path summary, 6_finish.rpt
| path | to | slack, ns | cells past startpoint |
|---|---|---|---|
| worst max-delay path | RD[6] | 0.65 | 6 |
| worst min-delay path | RD[22] | 3.14 | 4 |
## synth_stat cells
master	n
buf_4	19
nand2_1	8
nor2_1	7
nor4_1	5
a21oi_1	4
buf_2	3
nand3_1	3
nor3_1	3
o21a_1	3
o21ai_0	3
a21boi_1	2
and2_1	2
buf_6	2
conb_1	2
inv_1	2
nand4b_1	2
nor4b_1	2
a211oi_1	1
a21oi_2	1
a31oi_1	1
clkbuf_1	1
nand2b_1	1
nand4_1	1
o211ai_1	1
o21ai_1	1
o22ai_1	1
or2_2	1
or3_1	1
or4_1	1
or4_4	1
xnor2_1	1
xor2_1	1
## metal layers
| metal | vias up | wire length [µm] | track usage, % |
|---|---|---|---|
| met5 | - | 0 | 0 |
| met4 | 0 | 0 | 0 |
| met3 | 0 | 287 | 2.50 |
| met2 | 34 | 1030 | 10.8 |
| met1 | 278 | 902 | 7.91 |
| li1 | 357 | - | - |
## power by group
part	switching, µW	internal (µW)	total (µW)
Clock	0	0	0
Sequential	0	0	0
Combinational	16.3	28.5	44.8
Total	16.3	28.5	44.8
No activity file was given, so power comes from the tool's default toggle rates.
