**flow/config.mk**
```make
export PLATFORM = sky130hd
export DESIGN_NAME = ALU
export DESIGN_NICKNAME = ALU
export VERILOG_FILES = /design/flow/design.v
export SDC_FILE = /design/flow/constraint.sdc
export NUM_CORES = 4
export LEC_CHECK = 1
export CORE_UTILIZATION = 30
```
**flow/constraint.sdc**
```tcl
current_design ALU

set clk_period 21.6
set clk_io_pct 0.2

create_clock -name clk0 -period $clk_period

set non_clock_inputs [all_inputs -no_clocks]
set_input_delay [expr $clk_period * $clk_io_pct] -clock clk0 $non_clock_inputs
set_output_delay [expr $clk_period * $clk_io_pct] -clock clk0 [all_outputs]
```
**flow/design.v**
```verilog
module ALU (
    input        [2:0]  Ctrl,
    input        [31:0] SrcA,
    input        [31:0] SrcB,
    output logic [31:0] Result,
    output logic        zero
);
    always_comb begin
        case (Ctrl)
            3'b000:  Result = SrcA + SrcB;               
            3'b001:  Result = SrcA - SrcB;               
            3'b010:  Result = SrcA && SrcB;              
            3'b011:  Result = SrcA || SrcB;              
            3'b101:  Result = (SrcA < SrcB) ? 1 : 0;     
            default: Result = 32'hDEADBEEF;              
        endcase
    end
    assign zero = (Result == 0) ? 1 : 0;
endmodule
```
**flow/run.sh**
```bash
#!/bin/bash
# OpenROAD 26Q1-2900-gdf79404cd8, Yosys 0.63+post, stock flow scripts
make -C /OpenROAD-flow-scripts/flow DESIGN_CONFIG=/design/flow/config.mk WORK_HOME=/design/flow/orfs finish
```
==> summary.txt <==
Implementation results are summarized by area below.

Placement
Including well taps, the total number of placed cells is 923. The final HPWL from detailed placement is 15.13 mm. The global placer's final weighted congestion is 0.9846. The number of buffer cells added on primary ports is 100.

Prior to clock tree synthesis, the placed netlist has a worst setup slack of 7998 ps.

Yosys
The sequential fraction of the synthesis area is 0%. The total standard cell area after synthesis is 4320 um^2. The synthesized netlist was found by Yosys to have 674 cells. Counting the warning lines in the Yosys log gives 1. Counting distinct cell types in the post-synthesis netlist gives 75.

In the synthesized netlist, the number of instances is 674. The average footprint of a synthesized cell is 6.410 um^2. After synthesis, the chip area reported by Yosys is 4320 um^2.

Timing
Endpoints with negative setup slack in the final report add up to 0. In the final report, the number of pins over their slew limit comes to 0. Once routing completed, OpenROAD measured the worst setup slack at 7922 ps. The post-layout period usage of the worst path is 63.32%. In the final report, the number of hold violations comes to 0. The flow reports an fmax of 73.11 MHz.

Setup repair after global routing left no endpoint under its margin. For the final routed database, the setup TNS stands at 0 ps. The pin closest to its max-slew limit shows a slew of 816.0 ps. The clock period could shrink to 13680 ps. Across all checked pins, the minimum headroom to the slew limit is 45.40%.

Setup path
The endpoint arrival time on the critical path is 9360 ps. The worst stage delay on the critical path is 660 ps. Per STA, the worst path is made up of clkdlybuf4s50_1 -> inv_1 -> ha_1 -> inv_1 -> a21oi_1 -> nand2_1 -> o31ai_1 -> a211oi_2 -> xnor2_1 -> a32oi_1 -> nor2_1 -> or4b_2 -> or4_1 -> nor4_2 -> clkdlybuf4s50_1. The category of the critical setup timing path is in2out. The highest net fanout along the worst path is 18.

The endpoint type of the worst setup path is an output port. The startpoint type of the worst setup path is an input pin. The cell type of the slowest stage on the worst timing path is sky130_fd_sc_hd__ha_1.

The data required time of the critical path is 17280 ps.

Worst hold path
The worst hold path passes through 6 cells. The worst min-delay path endpoint is Result[0]. The launch instance of the worst min-delay path is SrcA[31].

The type of the tightest min-delay check is in2out.

Power and ir drop
Per the OpenROAD power report, leakage power amounts to 2.197 nW. The final power report lists total power as 157.2 uW. The power density over cell area is 29.02 nW/um^2. The peak supply drop is 14.19 uV.

Floorplan
The die width is 122.0 um. The initialized floorplan defines 43 standard-cell rows. The total area inside the core boundary comes to 13990 um^2.

The die area is 14890 um^2. The number of primary I/O pins is 100. The y dimension of the die is 122.0 um.

The starting density of the core is 30.89%.

Layout
The layout report lists the combined flip-flop and latch area as 0 um^2. The layout summary lists the proportion of cells stronger than drive strength 1 as 2.826%. The area added between synthesis and finish is 25.43%.

The tally of clock buffers in the finished layout is 0. The number of sequential cells reported for the layout is 0. The post-route non-filler standard cell count is 923.

Measured on the finished design, the core utilization comes to 38.74%.

Route
Wire segments on met2 add up to 7.551 mm in the final route. The antenna diode count is 0. The average via count per standard cell is 5.816.

After detailed routing, the number of remaining DRC violations is 0. The routed wire length per instance is 19.64 um. The number of design-rule violations left by the first detailed-router iteration is 427. Summed over all layers, the routed wires come to 18.13 mm. Before antenna repair, the detailed router went through 5 iterations. The detailed router reports a met3 wire length of 1.611 mm. After detailed routing, the wire length on met1 is 8.399 mm.

The number of routed nets with antenna violations is 0. The uppermost metal layer occupied by signal nets is met4. The total number of vias is 5368.

GRT
The number of antenna violations at the first check in global routing is 1. The via count of the first global-routing pass is 5100. The global-route usage over all layers is 25.01%.

The first global-routing pass estimated 28.45 mm of wire. The maximum number of pins on one net before global-route repair is 41. Summed over all layers, the global routing overflow is 0.

Job
The stage-log warning count is 63. The number of maximum-capacitance violations recorded for the run is 0.

Clocking
Looking at the post-CTS report, the setup buffer insertion count equals 0. The number of gates resized after cts is 0. After clock tree synthesis, the flow added hold-fix buffers numbering 0.

Status
The flow ran to the end, and the final reports show no timing, DRC or antenna violations.
how the worst max path moves through the flow:
| stage | slack [ps] | start | depth (start not counted) | endpoint |
|---|---|---|---|---|
| finish | 7920 | SrcB[12] | 15 | zero |
| global route | 7680 | SrcB[12] | 15 | zero |
| CTS | 7980 | SrcB[12] | 15 | zero |
logic make-up after synthesis:
| logic type | count (synthesis) | synth area share, % |
|---|---|---|
| compound gates | 235 | 36.23 |
| mux | 10 | 2.346 |
| fa+ha+maj | 66 | 19.40 |
| simple gates | 225 | 26.24 |
| xor+xnor | 29 | 5.879 |
| buf+inv | 109 | 9.905 |
critical path, delay by kind of cell:
kind                       cells  cell delay (ps)
and+or+nand+nor                5             1750
adders and majority gates      1              660
AOI/OAI and AO/OA              4             1210
buffers and inverters          4             1240
xor gates and xnor gates       1              200
metrics by stage:
| step | hold WS [ps] | cell area, um^2 |
|---|---|---|
| after floorplan | 8742 | 4320 |
| after global placement | 9934 | 5419 |
| after detailed placement | 9927 | 5419 |
| after CTS | 9940 | 5419 |
| after global routing | 9986 | 5419 |
| final | 9921 | 5419 |
power by group:
group | internal [mW] | switching [mW]
Sequential | 0 | 0
Clock | 0 | 0
Combinational | 0.0662 | 0.0911
synth_stat cells, drive strengths merged (7+ instances only):
cell,number,area (um^2)
a211oi,9,77.57
a31oi,10,68.81
o211ai,14,105.1
nor2,72,272.8
a221oi,7,67.56
clkbuf,22,83.83
a21oi,74,370.4
nor2b,10,62.56
nand3,17,85.08
o21ai,38,190.2
buf,11,58.81
nand2,36,135.1
ha,63,788.3
xnor2,24,210.2
nor3,20,105.1
o21bai,8,60.06
nand4,14,87.58
nor4,29,193.9
o31ai,16,120.1
mux2i,9,90.09
a21o,9,67.56
inv,74,277.8
cell type report:
type | count | area [um^2]
fillers | 1505 | 8569
multi-input cells | 565 | 3892
repair buffers | 102 | 1016
inverters | 76 | 285.3
well taps | 180 | 225.2
layout by cell type, fill, tap and decap left out, drive strengths merged, types with 3 or more instances in the layout:
cell and n:
a2111oi 5, nor3 20, a211oi 9, or4 5
a21oi 74, o31ai 16, nand4 14, clkdlybuf4s50 100
xor2 5, o21ai 38, o21a 5, nor2b 10
a22oi 4, o41ai 3, and2 5, xnor2 24
o211ai 14, nand3 17, a31oi 10, o22ai 4
a21o 9, o2111ai 4, nor4 29, o21bai 8
ha 63, or3 4, o311ai 3, nand2 36
nor2 72, mux2i 9, inv 74, a221oi 7
nand3b 3, or2 3
per-layer routing:
| metal | GRT usage, % | vias up |
|---|---|---|
| met5 | 0 | - |
| met1 | 36.67 | 2459 |
| met3 | 4.103 | 29 |
| met2 | 37.50 | 246 |
| met4 | 6.790 | 0 |
| li1 | - | 2634 |
Power figures rest on the tool's default switching activity, not on a simulated workload.
