==> /design/flow/design.v <==
`timescale 1ns/1ps
module alu (
    input        [2:0]  ALUControl,
    input        [31:0] A,
    input        [31:0] B,
    output logic [31:0] Result,
    output logic        oVerflow,
    output logic        Carry,
    output logic        Negative,
    output logic        Zero
);
    wire [31:0] B_a2;
    wire [31:0] Sum;
    wire [31:0] S_slt;
    assign B_a2 = (ALUControl[0]) ? ~B : B;
    adder_ripple_carry add1 (
        .A      (A),
        .B      (B_a2),
        .Cin    (ALUControl[0]),
        .Cout   (Cout),
        .S      (Sum)
    );
    mux_out mux1 (
        .sel    (ALUControl),
        .S_add  (Sum),
        .S_sub  (Sum),
        .S_and  (A & B),
        .S_or   (A | B),
        .S_slt  (S_slt),
        .out    (Result)
    );
    ZeroExt ext1 (
        .oVerflow  (oVerflow),
        .Sum_msb   (Sum[31]),
        .out       (S_slt)
    );
    assign Zero = (Result == 32'b0) ? 1'b1 : 1'b0;
    assign oVerflow = ~(A[31] ^ B[31] ^ ALUControl[0]) & (A[31] ^ Sum[31]) & ~ALUControl[1];
    assign Carry = ~ALUControl[1] & Cout;
    assign Negative = Sum[31];
endmodule
module full_adder (
    input        A,
    input        B,
    input        Cin,
    output logic S,
    output logic Cout
);
    assign S = (A ^ B) ^ Cin;
    assign Cout = ((A ^ B) & Cin) + (A & B);
endmodule
module adder_ripple_carry (
    input        [31:0] A,
    input        [31:0] B,
    input               Cin,
    output logic        Cout,
    output logic [31:0] S
);
    wire [31:0] cin_n;
    genvar i;
    generate
        for (i=0 ; i<32 ; i++) begin
            if (i==0) begin
                full_adder f_add_n (
                .A(A[i]),
                .B(B[i]),
                .Cin(Cin),
                .Cout(cin_n[i]),
                .S(S[i])
            );
            end else if (i<31) begin
                full_adder f_add_n (
                .A(A[i]),
                .B(B[i]),
                .Cin(cin_n[i-1]),
                .Cout(cin_n[i]),
                .S(S[i])
            );
            end else begin
                full_adder f_add_n (
                .A(A[i]),
                .B(B[i]),
                .Cin(cin_n[i-1]),
                .Cout(Cout),
                .S(S[i])
            );
            end
        end
    endgenerate
endmodule
module mux_out (
    input        [2:0]  sel,
    input        [31:0] S_add,
    input        [31:0] S_sub,
    input        [31:0] S_and,
    input        [31:0] S_or,
    input        [31:0] S_slt,
    output logic [31:0] out
);
    always_comb begin
        case (sel)
            3'b000:  out = S_add;
            3'b001:  out = S_sub;
            3'b010:  out = S_and;
            3'b011:  out = S_or;
            3'b101:  out = S_slt;
            default: out = 32'hDEADBEEF;
        endcase
    end
endmodule
module ZeroExt (
    input         oVerflow,
    input         Sum_msb,
    output [31:0] out
    );
    assign out = (oVerflow ^ Sum_msb) ? {32{1'b1}} : {32{1'b0}};
endmodule
==> /design/flow/run.sh <==
#!/bin/bash
# OpenROAD 26Q1-2900-gdf79404cd8, Yosys 0.63+post, stock flow scripts
make -C /OpenROAD-flow-scripts/flow DESIGN_CONFIG=/design/flow/config.mk WORK_HOME=/design/flow/orfs finish
==> /design/flow/config.mk <==
export PLATFORM = sky130hd
export DESIGN_NAME = alu
export DESIGN_NICKNAME = alu
export VERILOG_FILES = /design/flow/design.v
export SDC_FILE = /design/flow/constraint.sdc
export NUM_CORES = 4
export LEC_CHECK = 1
export CORE_UTILIZATION = 40
==> /design/flow/constraint.sdc <==
current_design alu

set clk_period 45.0
set clk_io_pct 0.2

create_clock -name clk0 -period $clk_period

set non_clock_inputs [all_inputs -no_clocks]
set_input_delay [expr $clk_period * $clk_io_pct] -clock clk0 $non_clock_inputs
set_output_delay [expr $clk_period * $clk_io_pct] -clock clk0 [all_outputs]
==> job_summary.md <==
## PnR job results

| Metric | Value |
|---|---|
| Post-route DRC violation count | 0 |
| ANT nets after route | 0 |
| Highest clock frequency the design can meet | 29.5 MHz |
| Vias in the first global route | 2079 |
| WL per Instance | 13.4 um |
| Number of hold buffers added after CTS | 0 |
| GRT Residual Overflow | 0 |
| Critical Path RT | 36.00 ns |
| Worst hold path cell count | 4 |
| Fraction of layout instances using a drive strength above 1 | 5.71% |
| Post-cts repair resize count | 0 |
| Main kind of combinational logic by area | adder cells |
| Maximum fanout encountered on the critical timing path | 41 |
| Aoi/oai-family share of the synthesized area | 27.7% |
| Avg Cell Area, Syn | 7.62 sq um |
| Crit path from | ALUControl[0] |
| Share of synthesized area occupied by flip-flops and latches | 0% |
| Routed via count divided by cell count | 5.13 |
| Final count of negative-setup-slack endpoints | 0 |
| Worst endpoint data arrival time | 24.90 ns |
| Floorplan utilization | 42.0% |
| CP max stage delay | 0.57 ns |
| Buffers inserted by post-CTS timing repair | 0 |
| Xor/xnor share of the synthesized area | 13.3% |
| Final cell count without fillers | 438 |
| Top area cell types | fa_1 29%, xor2_1 13%, o21ai_0 11% |
| Row count | 26 |
| Type of the worst setup path | in2out |
| Number of I/O port buffers | 103 |
| Gate count of the mapped netlist | 285 |
| Width of the die | 75.7 um |
| Most frequently placed logic cell in the final layout | clkdlybuf4s50_1 |
| Post-layout period usage of the worst path | 75.3% |
| Pin count of the biggest net entering global routing | 66 |
| Total number of sequential cells | 0 |
| # diodes | 0 |
| Slew at the pin closest to its max-slew limit | 0.775 ns |
| Basic Gates by Area | 15.0% |
| Number of warning messages in the logs | 34 |
| Height of the die | 75.7 um |
| Sequential standard cell area | 0 sq um |
| Final hold violations | 0 |
| Yosys top cell by area | fa_1 |
| Number of pins exceeding their max-slew limit in the final report | 0 |
| Number of library cell types mapped by synthesis | 42 |
| Post-layout utilization of the core | 61.1% |
| Summed negative setup slack over all endpoints | 0 ns |
| Most frequent cell on the critical path | fa_1 |
| Antenna violations before repair | 0 |
| Relative max-transition margin | 48.2% |
| Wire length of the first global-routing pass | 9260 um |
| Multiplexer share | 1.84% |
| Pwr/cell area | 14.2 nW/um^2 |
| Unrepaired setup endpoints after global routing | no |
| Hold Crit Class | in2out |
| Startpoint types | input pin |
| Overall power of the completed layout | 44.9 uW |
| Number of max-cap violations | 0 |
| Area of the chip | 5730 sq um |
| Top library cells by usage in the layout, fill and taps aside | 101 x clkdlybuf4s50_1, 48 x o21ai_0, 34 x nand2_1 |
| Leakage power figure | 0.00126 uW |
| First DRT Iteration DRCs | 93 |
| Detailed-routing iteration count for the pre-antenna-repair pass | 4 |
| Number of ports placed on the die boundary | 103 |
| Core ar. | 5170 sq um |
| Fa+ha+maj area frac | 31.7% |
| Proportion of netlist area held by the largest area contributor | 28.6% |
| Startpoint of the worst hold path | ALUControl[1] |
| Final Routed Wirelength | 5860 um |
| Fin crit period | 33.90 ns |
| Result of the run | finished, final reports clean |
| Post-synth design cell area | 2170 sq um |
| Final HPWL DP | 4650 um |
| Final GP Congestion | 0.850 |
| Routed vias | 2246 |
| Yosys chip area | 2170 sq um |
| Endpoint class of the critical path | primary output |
| Destination of the worst hold path | Carry |
| All-Layer GR Usage | 21.6% |
| Signed area change from the synthesized netlist to the final layout | 45.6% |
| Syn. warnings | 2 |
| Post-synthesis cell count from yosys | 285 |
| Total of clock buffers placed in the layout | 0 |
| Crit-path slowest cell | buf_4 |
| Peak supply drop | 0.00000789 V |
| Number of placed instances, taps included | 438 |
==> synth_stat cells, types with 3 or more instances <==
cell,n
a21oi_1,12
o22ai_1,20
xor2_1,32
mux2i_1,4
o21ai_1,7
inv_1,22
nand4_1,4
nand2_1,34
a21oi_2,8
nor2_1,5
a311o_1,4
o21ai_0,48
buf_2,8
fa_1,31
clkbuf_1,7
nand4b_1,3
buf_6,4
nand3_1,3
==> report_power, final <==
group,internal [uW],total (uW),switching (uW)
Sequential,0,0,0
Combinational,25.0,44.9,19.9
Clock,0,0,0
==> area by class of cell <==
class	instances	area, sq um
fillers	458	2010
inverters	23	86.3
multi-input cells	239	1940
well taps	70	87.6
repair buffers	106	1040
==> kinds of logic (layout without fill, tap and decap cells) <==
family	Yosys count	count (layout)
AND-OR/OR-AND	103	103
XOR/XNOR	33	33
adder cells (fa/ha/maj)	37	37
buffers and inverters	46	129
multiplexers	4	4
AND/OR/NAND/NOR	62	62
==> layer usage <==
| metal | part of all wire (%) | global-route usage [%] | up-vias |
|---|---|---|---|
| li1 | - | - | 1159 |
| met1 | 47 | 33.0 | 1022 |
| met2 | 49 | 36.9 | 65 |
| met3 | 4.2 | 1.88 | 0 |
| met4 | 0 | 0 | 0 |
| met5 | 0 | 0 | - |
==> how the worst max path moves through the flow <==
stage	slack, ns	end	cells past startpoint
CTS	11.08	Zero	41
global route	10.48	Zero	41
finish	11.10	Zero	41
==> through the flow <==
stage | setup WS, ns | hold WS (ns) | cell area [sq um]
after global placement | 11.25 | 19.04 | 3160
after CTS | 11.08 | 19.05 | 3160
after floorplan | 13.01 | 18.12 | 2170
after detailed placement | 11.09 | 19.05 | 3160
after global routing | 10.48 | 19.13 | 3160
final | 11.10 | 19.06 | 3160
==> worst max-delay path, delay by kind of cell <==
family	cells	cell delay [ns]
muxes	1	0.14
AOI/OAI and AO/OA	1	0.22
xor gates and xnor gates	1	0.16
buffers and inverters	3	1.57
and+or+nand+nor	4	1.45
adders and majority gates	31	12.32
Power is estimated from default activity; no workload was simulated.
